**/design/flow/run.sh**
```bash
#!/bin/bash
# OpenROAD 26Q1-2900-gdf79404cd8, Yosys 0.63+post, stock flow scripts
make -C /OpenROAD-flow-scripts/flow DESIGN_CONFIG=/design/flow/config.mk WORK_HOME=/design/flow/orfs finish
```
**/design/flow/config.mk**
```make
export PLATFORM = sky130hd
export DESIGN_NAME = MatrixMultiplier
export DESIGN_NICKNAME = MatrixMultiplier
export VERILOG_FILES = /design/flow/design.v
export SDC_FILE = /design/flow/constraint.sdc
export NUM_CORES = 4
export LEC_CHECK = 1
export CORE_UTILIZATION = 40
```
**/design/flow/constraint.sdc**
```tcl
current_design MatrixMultiplier

set clk_period 3.0
set clk_io_pct 0.2

create_clock -name clk0 -period $clk_period [get_ports {clk}]

set non_clock_inputs [all_inputs -no_clocks]
set_input_delay [expr $clk_period * $clk_io_pct] -clock clk0 $non_clock_inputs
set_output_delay [expr $clk_period * $clk_io_pct] -clock clk0 [all_outputs]
```
**/design/flow/design.v**
```verilog
module MatrixMultiplier (
    input wire clk,         
    input wire rst,         
    input wire [7:0] loaded_num_a0, loaded_num_a1, loaded_num_a2, loaded_num_a3,   
    input wire [7:0] loaded_num_b0, loaded_num_b1, loaded_num_b2, loaded_num_b3,   
    output reg [15:0] result1, result2, result3, result4,        
    output reg multiplication_done         
);
reg [15:0] result1_reg, result2_reg, result3_reg, result4_reg;  
always @(posedge clk or posedge rst) begin
    if (rst) begin
        result1_reg <= 0;
        result2_reg <= 0;
        result3_reg <= 0;
        result4_reg <= 0;
        multiplication_done <= 0;
    end else begin
        if (multiplication_done == 0) begin
            result1_reg <= loaded_num_a0 * loaded_num_b0 + loaded_num_a1 * loaded_num_b2;
            result2_reg <= loaded_num_a0 * loaded_num_b1 + loaded_num_a1 * loaded_num_b3;
            result3_reg <= loaded_num_a2 * loaded_num_b0 + loaded_num_a3 * loaded_num_b2;
            result4_reg <= loaded_num_a2 * loaded_num_b1 + loaded_num_a3 * loaded_num_b3;
            multiplication_done <= 1;
        end
    end
end
always @* begin  
    result1 = result1_reg;  
    result2 = result2_reg;
    result3 = result3_reg;
    result4 = result4_reg;
end
endmodule
```
==> summary.rpt <==
PHYSICAL IMPLEMENTATION REPORT
----------------------------------------------------
[Synthesis]
  Number of storage elements in the synthesis netlist ........................ 65
  Commonest flop ........................ sky130_fd_sc_hd__dfrtp_1
  Count of cell types in the netlist ........................ 66
  Number of instances in the synthesized netlist ........................ roughly 2200
  Area of the synthesized netlist per yosys stat ........................ 20100 µm²
  Async set-reset flop share out of synthesis ........................ 100%
  Share of synthesized area occupied by flip-flops and latches ........................ just over 8%
  Total cells reported by yosys after synthesis ........................ approximately 2200
  Count of synthesis-stage warnings from yosys ........................ 1
  Proportion of netlist area held by the largest area contributor ........................ 38.2%
  Post-synthesis cell type with the largest combined area ........................ sky130_fd_sc_hd__fa_1
  Post-Syn Area ........................ roughly 20000 µm²
  Top cell types by occurrence after synthesis ........................ sky130_fd_sc_hd__inv_1 (555), sky130_fd_sc_hd__fa_1 (384), sky130_fd_sc_hd__and2_1 (339)
  Mean instance size in the synthesized netlist ........................ 9.04 µm²
  Number of synthesized flops with an enable pin ........................ 0
  Most used standard cell by instance count after synthesis ........................ sky130_fd_sc_hd__inv_1
  Main area contributors ........................ sky130_fd_sc_hd__fa_1 (38%), sky130_fd_sc_hd__ha_1 (16%), sky130_fd_sc_hd__and2_1 (11%), sky130_fd_sc_hd__inv_1 (10%), sky130_fd_sc_hd__dfrtp_1 (8.1%)

[Setup path]
  Start-to-end type of the worst setup path ........................ in -> reg
  Startpoint Class ........................ input port
  Reg2reg end ........................ result1_reg[12]
  Kind of end point of the critical path ........................ flop
  Critical path data arrival time ........................ 5.60 ns
  Reg2reg start ........................ multiplication_done
  Required time at the endpoint of the critical path ........................ ~3.3 ns
  Peak fanout along the critical path ........................ 5
  Worst reg2reg setup slack ........................ 0.94 ns
  Worst reg-to-reg path cell count ........................ 5

[Finish]
  Growth of design area from synthesis to finish ........................ 50.8%
  Layout cells sized above 1 ........................ 39.2%
  Filler instances ........................ approximately 3800
  Logic area ........................ approximately 19000 µm²
  Storage cell area ........................ 1630 µm²
  Share of the core filled with cells ........................ 61.6%

[Floorplan]
  Placeable core region ........................ roughly 49000 µm²
  Area of the chip ........................ 51200 µm²
  Die H ........................ 226 µm
  Starting utilization of the core area ........................ 40.9%
  Number of top-level design ports ........................ 131
  Chip width ........................ between 200 and 250 µm
  Number of core rows ........................ about 81

[Clock network]
  Cell at the root of the clock tree ........................ sky130_fd_sc_hd__clkbuf_16
  Clock Pin Slew Worst Setup and Hold Paths ........................ 0.06 ns
  Post-cts hold buffer count ........................ 0
  Total CTS buffers ........................ 9
  Maximum buffer depth of the clock tree ........................ 2
  Clock tree from TritonCTS ........................ built
  Number of clock sinks seen by CTS ........................ 65
  H-Tree Level Count ........................ 3
  Clock insertion delay at the later pin of the skew report ........................ 0.36 ns

[Outcome]
  Outcome ........................ finished, violations left
  Failing checks ........................ negative setup slack

[Detailed routing]
  Post-route ant nets ........................ 0
  Residual DRC ........................ 0
  Violation tally from detailed-route iteration zero ........................ 462
  Total wirelength of the detailed-routed design ........................ between 60 and 70 mm
  Pre-antenna DRT Iters ........................ 4
  Vias per Instance ........................ 4.83
  Overall via count from detail_route ........................ 16712
  Routed len/inst ........................ 18.0 µm

[Final timing]
  Final Hold Viols ........................ 0
  Final setup violation count ........................ between 50 and 60
  Accumulated negative setup slack ........................ -100.19 ns
  Worst relative slew slack ........................ 46.8%
  Peak Freq ........................ 0.188 GHz
  Tcrit/Tclk final ........................ 178%
  Number of max-slew violations in the final report ........................ 0
  RSZ-0062 raised after global routing ........................ true
  Final worst path period need ........................ 5.33 ns
  Post-route clock skew ........................ 0.00588 ns
  Pin slew with the least headroom to its limit ........................ between 0.7 and 0.8 ns
  Worst hold slack ........................ 0.484 ns
  Smallest setup slack after layout ........................ -2.33 ns

[Flow run]
  Max Cap Violations ........................ 0
  Tool Warnings ........................ 28

[Global route]
  Number of antenna violations at the first check in global routing ........................ 2
  First-pass GRT wire length ........................ between 90 and 100 mm
  Maximum number of pins on one net before global-route repair ........................ approximately 53
  Number of global-route vias before repair ........................ 18517
  Aggregate global routing overflow ........................ 0
  GRT Total Usage ........................ 26.7%

[Placed design]
  Input/output buffers ........................ between 100 and 150
  Routability congestion estimate from global placement ........................ 0.963
  HPWL after detailed placement ........................ between 40 and 50 mm

[Min path]
  Hold Path Class ........................ reg -> reg
  Cell depth of the worst hold path ........................ 2
  End point of the worst hold path ........................ result2_reg[14]
  Launch point of the worst hold path ........................ result2_reg[14]

----------------------------------------------------
-- layout make-up --
type	instances	share of cell area [%]
Inverter	555	6.86
Antenna cell	2	0.0165
Tap cell	664	2.74
Clock buffer	10	0.754
Sequential cell	65	5.37
Timing Repair Buffer	632	22.2
Multi-Input combinational cell	1527	61.7
Clock inverter	6	0.305
-- logic make-up (layout without fill, tap and decap cells) --
group | Yosys count | count (layout) | share of synthesized area (%)
other cells | 1 | 3 | 0.0186
mux | 21 | 21 | 1.17
xor+xnor | 35 | 35 | 1.52
buf+inv | 635 | 1203 | 12.0
fa+ha+maj | 636 | 636 | 53.8
flops | 65 | 65 | 8.08
compound gates | 194 | 194 | 6.59
simple gates | 640 | 640 | 16.8
-- routing by layer --
metal / global-route usage (%) / wire length (µm) / vias to the layer above
li1: - / - / 7839
met1: 33.1 / 23200 / 8302
met2: 43.9 / 30900 / 456
met3: 10.6 / 5850 / 115
met4: 7.74 / 2300 / 0
met5: 0 / 0 / -
-- critical path, cell delays in order --
cell,delay [ns]
sky130_fd_sc_hd__buf_12,0.10
sky130_fd_sc_hd__buf_6,0.11
sky130_fd_sc_hd__buf_6,0.11
sky130_fd_sc_hd__and2_4,0.13
sky130_fd_sc_hd__fa_1,0.55
sky130_fd_sc_hd__inv_2,0.04
sky130_fd_sc_hd__fa_1,0.52
sky130_fd_sc_hd__inv_2,0.05
sky130_fd_sc_hd__fa_1,0.51
sky130_fd_sc_hd__fa_1,0.55
sky130_fd_sc_hd__fa_1,0.55
sky130_fd_sc_hd__inv_2,0.04
sky130_fd_sc_hd__fa_1,0.51
sky130_fd_sc_hd__inv_2,0.06
sky130_fd_sc_hd__ha_4,0.24
sky130_fd_sc_hd__a21o_1,0.18
sky130_fd_sc_hd__a21o_1,0.21
sky130_fd_sc_hd__a21boi_2,0.18
sky130_fd_sc_hd__a211oi_2,0.08
sky130_fd_sc_hd__a311oi_1,0.25
-- through the flow --
step,area [µm²],cells,setup slack (ns)
after floorplan,21800,2227,-2.41
after global placement,25900,3257,-3.09
after detailed placement,25900,3257,-3.10
after CTS,29300,3439,-2.51
after global routing,30400,3459,-2.47
final,30400,3461,-2.33
-- repair_timing --
item,CTS,global route
pin swaps,288,282
endpoints found under the setup margin,56,56
resized,653,319
buffers inserted,159,54
gates cloned,16,1
-- worst max-delay path by stage --
stage / slack (ns) / from / end / cells after the start
CTS: -2.51 / loaded_num_a3[5] / result4_reg[14] / 21
finish: -2.33 / loaded_num_b2[5] / result1_reg[15] / 20
global route: -2.47 / loaded_num_b2[5] / result1_reg[15] / 20
-- placed cells by master (no fill, tap or decap), types with 7 or more instances in the layout --
cell and instances:
sky130_fd_sc_hd__inv_1 466, sky130_fd_sc_hd__fa_1 351, sky130_fd_sc_hd__buf_4 275, sky130_fd_sc_hd__and2_1 220, sky130_fd_sc_hd__nand2_1 199, sky130_fd_sc_hd__buf_6 167
sky130_fd_sc_hd__ha_1 151, sky130_fd_sc_hd__and2_4 119, sky130_fd_sc_hd__ha_4 98, sky130_fd_sc_hd__inv_2 89, sky130_fd_sc_hd__clkdlybuf4s50_1 68, sky130_fd_sc_hd__dfrtp_1 64
sky130_fd_sc_hd__buf_12 53, sky130_fd_sc_hd__fa_2 33, sky130_fd_sc_hd__buf_8 31, sky130_fd_sc_hd__o21ai_1 28, sky130_fd_sc_hd__nand2_2 20, sky130_fd_sc_hd__nor2_1 19
sky130_fd_sc_hd__xnor2_1 17, sky130_fd_sc_hd__a21o_1 17, sky130_fd_sc_hd__buf_2 14, sky130_fd_sc_hd__nand2_4 13, sky130_fd_sc_hd__o21ai_4 12, sky130_fd_sc_hd__a211oi_2 12
sky130_fd_sc_hd__mux2_2 12, sky130_fd_sc_hd__o21ai_2 11, sky130_fd_sc_hd__a21oi_2 10, sky130_fd_sc_hd__a21oi_4 10, sky130_fd_sc_hd__clkbuf_16 10, sky130_fd_sc_hd__xor2_1 9
sky130_fd_sc_hd__a21oi_1 8, sky130_fd_sc_hd__o21ai_0 8, sky130_fd_sc_hd__mux2_4 8, sky130_fd_sc_hd__bufbuf_16 8, sky130_fd_sc_hd__buf_16 7
