$ cat config.mk
export PLATFORM = sky130hd
export DESIGN_NAME = scanflop
export DESIGN_NICKNAME = scanflop
export VERILOG_FILES = /design/flow/design.v
export SDC_FILE = /design/flow/constraint.sdc
export NUM_CORES = 4
export LEC_CHECK = 1
export CORE_UTILIZATION = 30
$ cat run.sh
#!/bin/bash
# OpenROAD 26Q1-2900-gdf79404cd8, Yosys 0.63+post, stock flow scripts
make -C /OpenROAD-flow-scripts/flow DESIGN_CONFIG=/design/flow/config.mk WORK_HOME=/design/flow/orfs finish
$ cat design.v
module scanflop
    (
        input wire Clock,
        input wire reset,  
        input wire scan_enable,  
        input wire scan_in,  
        output reg [71:0] A_out,  
        output reg [71:0] B_out,  
        output wire scan_out  
    );
    reg [143:0] shift_register;  
    assign scan_out = shift_register[143];  
    always @(posedge Clock or posedge reset)
    begin
        if (reset) begin
            shift_register <= 144'd0;
        end
        else if (scan_enable) begin
            shift_register <= {scan_in, shift_register[143:1]};
        end
    end
    always @(negedge Clock) begin
        if (!reset) begin
            A_out <= shift_register[71:0];
            B_out <= shift_register[143:72];
        end
    end
endmodule
$ cat constraint.sdc
current_design scanflop

set clk_period 1.2
set clk_io_pct 0.2

create_clock -name clk0 -period $clk_period [get_ports {Clock}]

set non_clock_inputs [all_inputs -no_clocks]
set_input_delay [expr $clk_period * $clk_io_pct] -clock clk0 $non_clock_inputs
set_output_delay [expr $clk_period * $clk_io_pct] -clock clk0 [all_outputs]
==> results.json <==
{
  "status": "finished with violations",
  "violations": "setup timing",
  "finalSetupViolCount": 209,
  "n_antenna_cell": 0,
  "insertion_delay_ns": 0.60,
  "first_pass_iters": 4,
  "critical_path_arrival_ns": 1.79,
  "root_buffer": "clkbuf_16",
  "via_per_inst": 3.99,
  "yosysTopAreaCell": "edfxtp_1",
  "async_reset_ff_frac": 0.500,
  "slew_headroom": 0.839,
  "drc": 0,
  "track_usage": 0.131,
  "ant_nets": 0,
  "syn_avg_cell_area_um2": 22.0,
  "finalWirelength_um": 21300,
  "path_class": "register to output pin",
  "synth_area_um2": 9910,
  "whs_ns": 0.0438,
  "htree_levels": 1,
  "edf_count": 144,
  "final_util": 0.475,
  "hold_viol": 0,
  "r2r_cells": 0,
  "hp-class": "input pin to async pin",
  "r2r_end": "B_out[1]$_DFFE_NN_",
  "cts_sinks": 288,
  "cp_slowest_cell": "edfxtp_1",
  "cp_num_buf_inv": 1,
  "area_leaders": "edfxtp_1, dfrtp_1, mux2_2",
  "die_y_um": 184,
  "worst_slack_ns": -0.831,
  "ys_seq_share": 0.800,
  "dp_cells": 1182,
  "synth_flops": 288,
  "cts_tree": "yes",
  "design.core.area_um2": 32500,
  "cts.path.max_buffers": 3,
  "power.density_nw_per_um2": 1650,
  "grt_max_degree": 32,
  "fin_skew_ns": 0.0657,
  "p_leak_nw": 8.12,
  "critPathCaptureType": "output pin",
  "r2r-start": "shift_register[73]$_DFFE_PP0P_",
  "synth_top_area_share": 0.436,
  "die-width_um": 184,
  "grt-ovfl-total": 0,
  "setup_tns_ns": -102.87,
  "path_max_fanout": 1,
  "yosys-stat-area_um2": 9910,
  "start_kind": "register",
  "maxCapViolCount": 0,
  "slowest_delay_ns": 0.44,
  "ioPinCount": 149,
  "grt_first_pass_wirelength_um": 33100,
  "peakVddDrop_uv": 1100,
  "fp.dieArea_um2": 33800,
  "avgRoutedWirePerCell_um": 14.0,
  "numPortBuffers": 148,
  "syn_inst": 450,
  "clk_pin_slew_ns": 0.06,
  "path_cells": "buf_2",
  "layoutNonFillerInstCount": 1529,
  "synth_warnings": 1,
  "required_ns": 0.96,
  "antenna_found_initial": 0,
  "path_delay_family": "flip-flops",
  "gp_congestion": 0.778,
  "tool_warnings": 172,
  "rows": 66,
  "ys_types": 7,
  "cts_made_buffers": 30,
  "area_growth_pct": 55.9,
  "final_max_slew_viol_count": 0,
  "worstMarginPinSlew_ns": 0.242,
  "reg2reg_slack_ns": -0.04,
  "dp.final_hpwl_um": 12000,
  "grt_pass1_vias": 6404,
  "common_cells": "dfrtp_1, edfxtp_1, mux2_2",
  "ys_cells": 450,
  "dr.first_iter.drc_count": 235,
  "grt_setup_unrepaired": "true",
  "drive_gt1_frac": 0.585,
  "vias": 6094,
  "fp-utilization": 0.305,
  "flop_cell": "edfxtp_1"
}
-- where the power goes --
part / switching (mW) / internal [mW]
registers: 0.347 / 11.3
clock network: 5.19 / 5.87
logic: 0.897 / 1.89
-- metal layers --
metal,global-route usage,wire length [um],vias up
met5,0,0,-
met4,0.0303,465,0
met3,0.0438,1690,30
met2,0.192,9530,184
met1,0.198,9660,2969
li1,-,-,2911
-- state kept, by name, indices dropped and copies added (netlist names) --
register / flops
A_out: 72
shift_register: 144
B_out: 72
-- repair_timing --
action / CTS / global route
endpoints found under the hold margin: 16 / 8
buffers inserted: 78 / 55
hold buffers: 8 / 4
cloned: 9 / 3
endpoints found under the setup margin: 382 / 332
gates resized: 489 / 17
-- placed cells by master (no fill, tap or decap), types with 2 or more instances in the layout --
cell type | synthesis | final
inv_6 | 0 | 3
clkbuf_8 | 0 | 2
clkbuf_1 | 0 | 5
mux2_4 | 60 | 60
edfxtp_1 | 144 | 144
buf_2 | 8 | 144
buf_8 | 0 | 8
clkinv_1 | 0 | 2
buf_12 | 0 | 16
inv_1 | 2 | 144
dlygate4sd3_1 | 0 | 11
buf_4 | 0 | 249
buf_16 | 0 | 7
buf_6 | 8 | 14
clkbuf_16 | 0 | 35
dfrtp_1 | 144 | 144
mux2_2 | 84 | 84
clkinv_2 | 0 | 6
inv_4 | 0 | 3
-- worst max-delay path by stage --
stage | end | cells after the start | start
final | A_out[26] | 1 | A_out[26]$_DFFE_NN_
after global routing | A_out[26] | 1 | A_out[26]$_DFFE_NN_
after CTS | A_out[26] | 1 | A_out[26]$_DFFE_NN_
-- final cells by class --
| cell class | count | area (um^2) |
|---|---|---|
| fill | 2681 | 17100 |
| sequential | 288 | 7930 |
| timing repair buffer | 454 | 3610 |
| multi-input combinational | 144 | 1850 |
| clock buffer | 39 | 847 |
| clock inverter | 161 | 667 |
| tap | 442 | 553 |
| inverter | 1 | 7.51 |
-- per-stage QoR --
step	total power, mW	worst slack [ns]	cell area, um^2
finish	25.5	-0.831	15500
floorplan	13.3	-4.53	9920
detailed placement	14.9	-0.976	13100
global placement	14.8	-0.963	13100
global route	26.9	-0.922	15500
CTS	25.4	-0.884	15100
-- kinds of logic (layout without fill, tap and decap cells) --
family / after synthesis / after routing / synth area share
buffers and inverters: 18 / 655 / 0.0139
multiplexers: 144 / 144 / 0.186
flip-flops: 288 / 288 / 0.800
Power is estimated from default activity; no workload was simulated.
