===== flow/config.mk =====
export PLATFORM = sky130hd
export DESIGN_NAME = NumberLoader
export DESIGN_NICKNAME = NumberLoader
export VERILOG_FILES = /design/flow/design.v
export SDC_FILE = /design/flow/constraint.sdc
export NUM_CORES = 4
export LEC_CHECK = 1
export CORE_UTILIZATION = 50

===== flow/constraint.sdc =====
current_design NumberLoader

set clk_period 1.0
set clk_io_pct 0.2

create_clock -name clk0 -period $clk_period [get_ports {clk}]

set non_clock_inputs [all_inputs -no_clocks]
set_input_delay [expr $clk_period * $clk_io_pct] -clock clk0 $non_clock_inputs
set_output_delay [expr $clk_period * $clk_io_pct] -clock clk0 [all_outputs]

===== flow/design.v =====
module NumberLoader (
    input wire clk,
    input wire [31:0] nums_a,
    input wire [31:0] nums_b,
    output reg [7:0] loaded_num_a0,
    output reg [7:0] loaded_num_a1,
    output reg [7:0] loaded_num_a2,
    output reg [7:0] loaded_num_a3,
    output reg [7:0] loaded_num_b0,
    output reg [7:0] loaded_num_b1,
    output reg [7:0] loaded_num_b2,
    output reg [7:0] loaded_num_b3,
    input wire load
);
    always @(posedge clk) begin
        if (load) begin  
            loaded_num_a0 <= nums_a[31:24];
            loaded_num_a1 <= nums_a[23:16];
            loaded_num_a2 <= nums_a[15:8];
            loaded_num_a3 <= nums_a[7:0];
            loaded_num_b0 <= nums_b[31:24];
            loaded_num_b1 <= nums_b[23:16];
            loaded_num_b2 <= nums_b[15:8];
            loaded_num_b3 <= nums_b[7:0];
        end
    end
endmodule

===== flow/run.sh =====
#!/bin/bash
# OpenROAD 26Q1-2900-gdf79404cd8, Yosys 0.63+post, stock flow scripts
make -C /OpenROAD-flow-scripts/flow DESIGN_CONFIG=/design/flow/config.mk WORK_HOME=/design/flow/orfs finish

==> impl_metrics.py <==
# Metrics from the implementation run
metrics = {
    "placement": {
        "globalplace.congestion": 0.741,
        "place.port_buffers": 129,
    },
    "status": {
        "outcome": "aborted with a tool error",
        "haltStage": "3_5_place_dp",
        "error": "[ERROR DPL-0036] Detailed placement failed.",
    },
    "yosys": {
        "synthDistinctLibCells": 1,
        "synth_warnings": 1,
        "ys_cells": 64,
        "syn_avg_cell_area_sq_um": 30.0,
        "ys.flops": 64,
        "syn_area_sq_um": 1920,
        "yosysSeqAreaShare": 1.00,
        "synthCells": 64,
        "yosysChipArea_sq_um": 1920,
    },
    "die": {
        "fp_util": 0.525,
        "pin_count": 130,
        "rows": 22,
        "die_y_um": 64.0,
        "die_width_um": 64.0,
    },
}
==> synth_stat cells (all sizes together) <==
| cell type | instances | area share |
|---|---|---|
| edfxtp | 64 | 1.0 |
==> cell families after synthesis <==
family	share of synthesized area
flip-flops	1.00
==> per-stage QoR <==
stage	total power [mW]	hold slack, ps	setup WS (ps)	cell area (sq um)	instances
3_3_place_gp	3.94	684	15.4	3310	243
2_1_floorplan	3.24	299	501	1920	64
No activity file was given, so power comes from the tool's default toggle rates.
